==> flow/design.v <==
module JAM (
input CLK,
input RST,
output reg [2:0] W,
output reg [2:0] J,
input [6:0] Cost,
output reg [3:0] MatchCount,
output reg [9:0] MinCost,
output reg Valid );
reg [6:0] Costmem [7:0][7:0];
reg [3:0] cur_state;
reg [3:0] next_state;
reg [2:0] W_temp;
reg [2:0] J_temp;
reg flag0; 
reg flag1; 
reg flag2; 
reg flag3; 
reg flag4; 
reg flag5; 
reg flag6; 
reg signed [3:0] diff [6:0];
reg signed [3:0] min;
reg        [2:0] find_index;
reg signed [3:0] val [7:0];
reg              swap_fin;
reg [2:0] casecon;
reg       cnt2;
wire  [9:0] MinCost_wire;
wire  [9:0] add_temp1 , add_temp2 , add_temp3 , add_temp4 ,add_temp12 , add_temp34;
assign  add_temp1 = Costmem[0][val[0]] + Costmem[1][val[1]];
assign  add_temp2 = Costmem[2][val[2]] + Costmem[3][val[3]];
assign  add_temp3 = Costmem[4][val[4]] + Costmem[5][val[5]];
assign  add_temp4 = Costmem[6][val[6]] + Costmem[7][val[7]];
assign  add_temp12 = add_temp1 + add_temp2;
assign  add_temp34 = add_temp3 + add_temp4;
assign  MinCost_wire =  add_temp12 +  add_temp34 ;
parameter [3:0] STATE_READ          = 4'b0000,
                STATE_SEARCH        = 4'b0001,
                STATE_CASE          = 4'b0010,
                STATE_COMP          = 4'b0011,
                STATE_SWAP          = 4'b0100,
                STATE_ADD           = 4'b0101,
                STATE_OUT           = 4'b0110;
always @(posedge CLK or posedge RST) begin
	if (RST) begin
		cur_state <= STATE_READ;
	end
	else begin
		cur_state <= next_state;
	end
end
always@(*) begin
    case (cur_state)
        STATE_READ : begin    
            if (W_temp== 3'b111 & J_temp == 3'b111) begin
                next_state = STATE_SEARCH;
            end
            else begin
                next_state = STATE_READ;
            end
        end
        STATE_SEARCH : begin   
            if(~Valid)
                next_state = STATE_CASE;
            else
                next_state = STATE_OUT;
        end
        STATE_CASE : begin       
            if (casecon ==0)begin
                next_state = STATE_SWAP;
            end
            else begin
                next_state = STATE_CASE;
            end
        end
        STATE_COMP : begin       
        end
        STATE_SWAP : begin       
            if ( flag6 || swap_fin)
                next_state = STATE_ADD;
            else
                next_state =STATE_SWAP;
        end
        STATE_ADD : begin        
            next_state = STATE_SEARCH;
        end
        STATE_OUT : begin
        end        
    endcase
end
integer i;
integer k;
integer m;
always @(*) begin
    case (cur_state)
         STATE_READ : begin
        end
        STATE_SEARCH : begin
        end
        STATE_CASE : begin
        end
        STATE_COMP : begin
        end
        STATE_SWAP : begin
        end
        STATE_ADD : begin
        end
        STATE_OUT : begin
        end        
    endcase
end
always @(posedge CLK or posedge RST) begin
    if (RST) begin
    for ( i=0; i<=7; i=i+1) begin
        for ( k=0; k<=7; k=k+1) begin
            Costmem[i][k] <= 7'b0000000;
        end            
        end        
        W <= 0;
        J <= 0;
        W_temp <= 0;
        J_temp <= 0;
        Valid <=0;
        MatchCount <= 4'b0000;
        MinCost <=10'd0;
        flag0 <= 0;
        flag1 <= 0;
        flag2 <= 0;
        flag3 <= 0;
        flag4 <= 0;
        flag5 <= 0;
        flag6 <= 0;
        val[0]  <= 3'd0;
        val[1]  <= 3'd1;
        val[2]  <= 3'd2;
        val[3]  <= 3'd3;
        val[4]  <= 3'd4;
        val[5]  <= 3'd5;
        val[6]  <= 3'd6;
        val[7]  <= 3'd7;
        for (m=0; m<=6; m=m+1) begin
            diff[m] <= 4'd0;
        end
        min <= 'd0;
        find_index <= 0;
        casecon <= 0;
        swap_fin <= 0;
        cnt2 <= 0;
        MinCost <= 10'd1023;
    end
    else begin
        case (cur_state)
            STATE_READ :begin        
                Costmem[W_temp][J_temp] <= Cost;
                W_temp <= W;
                J_temp <= J;
                if (J!=7) begin
                    J<= J+1;
                end
                else if (W!=7 && J==7) begin
                    W <= W+1;
                    J <=0;
                end
                else if (W==7 && J==7) begin
                    W<=0;
                    J<=0;
                end
                else begin
                    W<=0;
                    J<=0;
                end      
            end
            STATE_SEARCH : begin         
                if (val[7] > val[6]) begin
                    flag6 <=1;
                    casecon <= 3'd1;
                end
                else if (val[6] > val[5]) begin
                    flag5 <=1;
                    casecon <= 3'd2;
                end
                else if (val[5] > val[4]) begin
                    flag4 <=1;
                    casecon <= 3'd3;
                end
                else if (val[4] > val[3]) begin
                    flag3 <=1;
                    casecon <= 3'd4;
                end
                else if (val[3] > val[2]) begin
                    flag2 <=1;
                    casecon <= 3'd5;
                end
                else if (val[2] > val[1]) begin
                    flag1 <=1;
                    casecon <= 3'd6;
                end
                else if (val[1] > val[0]) begin
                    flag0 <=1;
                    casecon <= 3'd7;
                end
                else
                    Valid <= 1;
            end
            STATE_CASE : begin       
               case(1'b1)
                flag6: begin
                    diff[3'd7-casecon] <= val[4'd8-casecon]-val[6];
                    casecon <= casecon - 1 ;
                    if(casecon == 'd1)begin
                        min  <= val[4'd8-casecon]-val[6];
                        find_index <= 4'd8-casecon;
                    end
                end
                flag5: begin
                    diff[3'd7-casecon] <= val[4'd8-casecon]-val[5];
                    casecon <= casecon - 1 ;
                    if(casecon == 'd2) begin
                        min  <= val[4'd8-casecon]-val[5];
                        find_index <=  3'd6;                   
                    end
                    else begin
                        if( (min > val[4'd8-casecon]-val[5]) && ((val[4'd8-casecon]-val[5])> 0 ))begin
                            min <= val[4'd8-casecon]-val[5];
                            find_index <= 4'd8-casecon;
                        end
                    end
                end
                flag4: begin
                    diff[3'd7-casecon] <= val[4'd8-casecon]-val[4];
                    casecon <= casecon - 1 ;
                    if(casecon == 'd3) begin
                        min  <= val[4'd8-casecon]-val[4];
                        find_index <=  3'd5;
                    end
                    else
                        if((min > val[4'd8-casecon]-val[4]) && ((val[4'd8-casecon]-val[4])> 0 ))begin
                            min <= val[4'd8-casecon]-val[4];
                            find_index <= 4'd8-casecon;
                        end
                end
                flag3: begin
                    diff[3'd7-casecon] <= val[4'd8-casecon]-val[3];
                    casecon <= casecon - 1 ;
                    if(casecon == 'd4) begin
                        min  <= val[4'd8-casecon]-val[3];
                        find_index <=  3'd4;
                    end
                    else
                        if((min > val[4'd8-casecon]-val[3]) && ((val[4'd8-casecon]-val[3])> 0 ))begin
                            min <= val[4'd8-casecon]-val[3];
                            find_index <= 4'd8-casecon;
                        end
                end
                flag2: begin
                    diff[3'd7-casecon] <= val[4'd8-casecon]-val[2];
                casecon <= casecon - 1 ;
                    if(casecon == 'd5) begin
                        min  <= val[4'd8-casecon]-val[2];
                        find_index <=  3'd3;
                    end
                    else
                        if((min > val[4'd8-casecon]-val[2]) && ((val[4'd8-casecon]-val[2])> 0 ))begin
                            min <= val[4'd8-casecon]-val[2];
                            find_index <= 4'd8-casecon;
                        end
                end
                flag1: begin
                    diff[3'd7-casecon] <= val[4'd8-casecon]-val[1];
                    casecon <= casecon - 1 ;
                    if(casecon == 'd6) begin
                        min  <= val[4'd8-casecon]-val[1];
                        find_index <=  3'd2;
                    end
                    else
                        if((min > val[4'd8-casecon]-val[1]) && ((val[4'd8-casecon]-val[1])> 0 ))begin
                            min <= val[4'd8-casecon]-val[1];
                            find_index <= 4'd8-casecon;
                        end
                end
                flag0: begin
                    diff[3'd7-casecon] <= val[4'd8-casecon]-val[0];
                    casecon <= casecon - 1 ;
                    if(casecon == 'd7) begin
                        min  <= val[4'd8-casecon]-val[0];
                        find_index <=  3'd1;
                    end
                    else
                        if((min > val[4'd8-casecon]-val[0]) && ((val[4'd8-casecon]-val[0])> 0 ))begin
                            min <= val[4'd8-casecon]-val[0];
                            find_index <= 4'd8-casecon;
                        end
                end
            endcase
            end
            STATE_SWAP : begin     
                casecon <= 0;
                cnt2 <= cnt2 + 1;
                case(1'b1)
                    flag6: begin
                        val[6] <= val[7];
                        val[7] <= val[6];
                    end
                    flag5: begin
                        if(~cnt2) begin 
                            val[5] <= val[find_index];
                            val[find_index] <= val[5];
                            swap_fin <= 1;
                        end
                        else begin
                           val[6] <= val[7];
                           val[7] <= val[6];
                        end
                    end
                    flag4: begin
                        if(~cnt2) begin 
                            val[4] <= val[find_index];
                            val[find_index] <= val[4];
                            swap_fin <= 1;
                        end
                        else begin
                           val[5] <= val[7];
                           val[7] <= val[5];
                        end
                    end
                    flag3: begin
                        if(~cnt2) begin 
                            val[3] <= val[find_index];
                            val[find_index] <= val[3];
                            swap_fin <= 1;
                        end
                        else begin
                           val[4] <= val[7];
                           val[7] <= val[4];
                           val[5] <= val[6];
                           val[6] <= val[5];
                        end
                    end
                    flag2: begin
                        if(~cnt2) begin 
                            val[2] <= val[find_index];
                            val[find_index] <= val[2];
                            swap_fin <= 1;
                        end
                        else begin
                           val[3] <= val[7];
                           val[7] <= val[3];
                           val[4] <= val[6];
                           val[6] <= val[4];
                        end
                    end
                    flag1: begin
                        if(~cnt2) begin 
                            val[1] <= val[find_index];
                            val[find_index] <= val[1];
                            swap_fin <= 1;
                        end
                        else begin
                           val[2] <= val[7];
                           val[7] <= val[2];
                           val[3] <= val[6];
                           val[6] <= val[3];
                           val[4] <= val[5];
                           val[5] <= val[4];                           
                        end
                    end
                    flag0: begin
                        if(~cnt2) begin 
                            val[0] <= val[find_index];
                            val[find_index] <= val[0];
                            swap_fin <= 1; 
                        end
                        else begin
                           val[1] <= val[7];
                           val[7] <= val[1];
                           val[2] <= val[6];
                           val[6] <= val[2];
                           val[3] <= val[5];
                           val[5] <= val[3]; 
                        end
                    end
                endcase
            end
            STATE_ADD : begin
                cnt2 <= 0;
                find_index <= 3'd0;
                swap_fin <= 0;
                if (MinCost > MinCost_wire)begin
                    MinCost <= MinCost_wire;
                    MatchCount <=  1;
                end  
                else if(MinCost == MinCost_wire)begin
                    MatchCount <=  MatchCount + 1;
                end
                flag0 <= 0;  
                flag1 <= 0;   
                flag2 <= 0;
                flag3 <= 0;
                flag4 <= 0;
                flag5 <= 0;
                flag6 <= 0;       
            end
        endcase
    end
end
endmodule
==> flow/run.sh <==
#!/bin/bash
# OpenROAD 26Q1-2900-gdf79404cd8, Yosys 0.63+post, stock flow scripts
make -C /OpenROAD-flow-scripts/flow DESIGN_CONFIG=/design/flow/config.mk WORK_HOME=/design/flow/orfs finish
==> flow/config.mk <==
export PLATFORM = sky130hd
export DESIGN_NAME = JAM
export DESIGN_NICKNAME = JAM
export VERILOG_FILES = /design/flow/design.v
export SDC_FILE = /design/flow/constraint.sdc
export NUM_CORES = 4
export LEC_CHECK = 1
export CORE_UTILIZATION = 30
==> flow/constraint.sdc <==
current_design JAM

set clk_period 8.4
set clk_io_pct 0.2

create_clock -name clk0 -period $clk_period [get_ports {CLK}]

set non_clock_inputs [all_inputs -no_clocks]
set_input_delay [expr $clk_period * $clk_io_pct] -clock clk0 $non_clock_inputs
set_output_delay [expr $clk_period * $clk_io_pct] -clock clk0 [all_outputs]
==> tab_implementation.tex <==
% Yosys + OpenROAD metrics
\begin{tabular}{lr}
\hline
Metric & Value \\
\hline
\multicolumn{2}{l}{\textbf{Worst setup path}} \\
\quad Reg2reg start & val[0][0]\$\_DFFE\_PP0P\_ \\
\quad Endpoint of the most critical register-to-register path & MatchCount[3]\$\_DFFE\_PP0P\_ \\
\quad Endpoint arrival time on the critical path & 8.35 ns \\
\quad Cell mode on critical path & fa\_1 \\
\quad Standard cell with the maximum stage delay on the critical path & dfrtp\_1 \\
\quad Kind of capture point of the worst setup path & flop \\
\quad R2R Setup Slk & 0.63 ns \\
\quad Critical path required time & 8.98 ns \\
\quad Critical path class & reg2reg \\
\quad Count of cells along the worst register-to-register path & 26 \\
\quad Biggest cell delay along the critical path & $\sim$0.83 ns \\
\quad Element type at the critical path start & flop \\
\quad Maximum fanout along the worst path & 19 \\
\multicolumn{2}{l}{\textbf{Worst hold path}} \\
\quad Number of stages on the worst hold path & 2 \\
\quad HP Class & reg2reg \\
\quad Worst-case hold path end point & MinCost[1]\$\_DFFE\_PP1P\_ \\
\quad Critical hold path startpoint & MinCost[1]\$\_DFFE\_PP1P\_ \\
\multicolumn{2}{l}{\textbf{Drt}} \\
\quad Remaining antenna violation count & 0 \\
\quad Number of vias after detailed routing & 31500 \\
\quad DRC Markers & 0 \\
\quad Number of vias per cell & 5.91 \\
\quad TritonRoute pass-1 iters & 7 \\
\quad Iteration-0 DRC Markers & 3262 \\
\quad Average wire length per cell after detail routing & 27.9 um \\
\quad Wirelength, routed & around 150 mm \\
\multicolumn{2}{l}{\textbf{Logic synthesis}} \\
\quad Largest type area fraction & 35.3\% \\
\quad Number of enable-type register cells in the synthesized netlist & 0 \\
\quad Ys async rst share & 99.4\% \\
\quad Synthesis warning total & 4 \\
\quad Cell type with the highest aggregate area in the netlist & dfrtp\_1 \\
\quad Post-synth area from yosys stat & between 30000 and 40000 um\^{}2 \\
\quad Synthesized area per cell & 9.69 um\^{}2 \\
\quad Leading cell types by total area after synthesis & dfrtp\_1, mux2\_2, mux2\_1 \\
\quad Yosys reg bits & between 500 and 600 \\
\quad Most used flip-flop cell after synthesis & dfrtp\_1 \\
\quad Number of distinct library cells after synthesis & 108 \\
\quad Ys cells & 3709 \\
\quad Cell count after synthesis & 3709 \\
\quad Area of the mapped netlist & 35900 um\^{}2 \\
\multicolumn{2}{l}{\textbf{Placed design}} \\
\quad Area of placed instances & around 38000 um\^{}2 \\
\quad IO Port Bufs & 29 \\
\quad Post-detail-place hpwl & about 110 mm \\
\quad Final weighted congestion in routability-driven placement & 1.03 \\
\multicolumn{2}{l}{\textbf{Global route}} \\
\quad Overall track demand over capacity in global routing & between 20\% and 30\% \\
\quad Via count of the first global-routing pass & 30800 \\
\quad Antenna violations before repair & 4 \\
\quad Total gr overflow & 0 \\
\quad Wire length of the first global-routing pass & 219 mm \\
\quad Largest net degree at the start of global routing & 116 \\
\multicolumn{2}{l}{\textbf{STA}} \\
\quad Final period utilization & 92.6\% \\
\quad Post-route minimum period & about 7.8 ns \\
\quad Slew at the pin closest to its max-slew limit & 1.14 ns \\
\quad Max-slew violation count & 0 \\
\quad Headroom to the max-slew limit & approximately 22\% \\
\quad Final hold violations & 0 \\
\quad Number of register pins that no clock reaches & 3 \\
\quad Clock Skew & approximately 0.06 ns \\
\quad Setup repair after global routing missed its margin & false \\
\quad Endpoints left unconstrained & 6 \\
\quad Max Freq & 0.129 GHz \\
\quad \# setup viols final & 0 \\
\multicolumn{2}{l}{\textbf{Clocking}} \\
\quad H-tree depth & 2 \\
\quad Num CTS Buffers & 59 \\
\quad Clock-pin slew reported for the worst setup and hold paths after clock tree synthesis & 0.07 ns \\
\quad Cell resize tally after clock tree synthesis & 0 \\
\quad Insertion delay at the late pin of the worst-skew pair & 0.67 ns \\
\quad Clock root buffer master & clkbuf\_16 \\
\quad Max Buffers Root-to-Sink & 3 \\
\quad \# hold bufs at CTS & 0 \\
\quad TritonCTS clock tree & done \\
\quad Setup bufs post-CTS & 0 \\
\multicolumn{2}{l}{\textbf{Die}} \\
\quad Die extent in y & roughly 350 um \\
\quad Count of pins on the block boundary & 30 \\
\quad Width of the die & 348 um \\
\quad Area of the die & 121000 um\^{}2 \\
\quad Row cnt & 126 \\
\quad Core Box Area & between 100000 and 150000 um\^{}2 \\
\quad Core Density at Floorplan & a little under a third \\
\multicolumn{2}{l}{\textbf{Finish}} \\
\quad Fraction of final layout cells with drive strength greater than 1 & 21.0\% \\
\quad Post-synthesis to final-layout area growth & 12.2\% \\
\quad Total non-filler cell area in the finished layout & between 40000 and 50000 um\^{}2 \\
\quad Final cell utilization of the core & about a third \\
\multicolumn{2}{l}{\textbf{Power}} \\
\quad IR Drop Worst-Case VDD & $\sim$0.00019 V \\
\quad Leakage & 16.2 nW \\
\quad Pwr/cell area & between 150 and 200 nW/um\^{}2 \\
\multicolumn{2}{l}{\textbf{Flow run}} \\
\quad Tally of max-capacitance violations & 0 \\
\quad Count of tool warnings & 40 \\
\multicolumn{2}{l}{\textbf{Status}} \\
\quad Outcome & complete, no violations \\
\hline
\end{tabular}
[stage by stage]
step,instances,power (mW),setup TNS [ns],hold slack [ns],setup WS (ns)
6_report,5324,6.18,0,0.494,0.625
5_1_grt,5323,6.40,0,0.509,0.250
4_1_cts,5323,6.22,0,0.497,0.747
3_5_place_dp,5214,3.52,0,0.475,0.788
3_3_place_gp,5214,3.52,0,0.472,0.752
2_1_floorplan,3709,3.23,-229.24,0.436,-0.452
[registers in the layout, summed over array words and instances (netlist names), 3 cells and up]
signal and count:
Costmem 448, J 3, J_temp 3, MatchCount 4
MinCost 10, W 3, W_temp 3, casecon 3
cur_state 3, find_index 3, min 4, next_state 3
val 32
[layout by cell type, fill, tap and decap left out, types with 70 or more instances in the layout]
cell type / instances
mux2_1: 127
a21oi_1: 241
nand3_1: 116
a221oi_1: 70
ha_1: 112
mux2i_1: 94
nand2_1: 324
nor2_1: 293
buf_4: 155
dfrtp_1: 501
o21ai_0: 178
inv_1: 117
mux2_2: 396
a22oi_1: 77
[cell type report]
| cell class | count | area [um^2] |
|---|---|---|
| Timing Repair Buffer | 189 | 1520 |
| Multi-Input combinational cell | 2762 | 21000 |
| Clock buffer | 84 | 1730 |
| Fill cell | 12000 | 78100 |
| Tap cell | 1600 | 2000 |
| Clock inverter | 25 | 282 |
| Sequential cell | 532 | 13300 |
| Inverter | 131 | 495 |
| Antenna cell | 1 | 2.50 |
[where the power goes]
group / switching (mW) / internal [mW]
Combinational: 0.456 / 0.294
Clock: 1.14 / 1.56
Sequential: 0.104 / 2.63
[cell usage after synthesis, types with 12 or more instances]
| master | n |
|---|---|
| o21ai_0 | 178 |
| nor2_1 | 293 |
| mux4_2 | 27 |
| fa_1 | 48 |
| a21o_1 | 12 |
| a32oi_1 | 42 |
| a211oi_1 | 18 |
| clkbuf_1 | 193 |
| buf_2 | 31 |
| mux2i_1 | 94 |
| nand3_1 | 116 |
| nand2b_1 | 30 |
| a221oi_1 | 70 |
| o22ai_1 | 40 |
| xnor2_1 | 13 |
| mux2_1 | 127 |
| or3_1 | 12 |
| o211ai_1 | 28 |
| a222oi_1 | 13 |
| nand4_1 | 18 |
| a31oi_1 | 58 |
| ha_1 | 112 |
| and3_1 | 30 |
| mux2_2 | 396 |
| a22oi_1 | 77 |
| buf_1 | 52 |
| nand2_1 | 324 |
| dfstp_2 | 22 |
| nor2b_1 | 28 |
| nor3_1 | 51 |
| a22o_1 | 23 |
| a311oi_1 | 14 |
| a2111oi_0 | 17 |
| a21oi_1 | 241 |
| inv_1 | 118 |
| dfrtp_1 | 507 |
[layer usage]
metal  track usage [%]  vias up  part of all wire (%)  wire length, um
met3              7.74      352                   9.7            14400
met4              9.05        2                   4.5             6670
met2              36.8     1503                    44            65500
met1              35.3    15900                    42            62300
met5                 0        -                0.0087               13
li1                  -    13700                     -                -
[logic make-up after synthesis]
| kind of cell | synth area share [%] |
|---|---|
| XOR/XNOR | 0.536 |
| flip-flops | 36.9 |
| AND-OR/OR-AND | 17.9 |
| multiplexers | 20.8 |
| adder cells (fa/ha/maj) | 6.57 |
| AND/OR/NAND/NOR | 12.6 |
| buffers and inverters | 4.57 |
| latches | 0.125 |
[critical path, delay by kind of cell, from the launching register on]
family	cells	cell delay, ns
AND-OR/OR-AND	11	1.91
XOR/XNOR	1	0.11
adder cells (fa/ha/maj)	7	2.97
buffers and inverters	1	0.05
flip-flops	1	0.83
AND/OR/NAND/NOR	6	1.81
[worst max-delay path by stage]
stage / start / end / slack (ns) / cells past startpoint
CTS: val[0][0]$_DFFE_PP0P_ / MatchCount[3]$_DFFE_PP0P_ / 0.75 / 26
global route: val[4][2]$_DFFE_PP1P_ / MatchCount[3]$_DFFE_PP0P_ / 0.25 / 28
finish: val[0][0]$_DFFE_PP0P_ / MatchCount[3]$_DFFE_PP0P_ / 0.63 / 26
Power and IR drop assume default switching activity.
